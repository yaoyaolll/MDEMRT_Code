## config.mk

```make
export PLATFORM = sky130hd
export DESIGN_NAME = trans_m5m7
export DESIGN_NICKNAME = trans_m5m7
export VERILOG_FILES = /design/flow/design.v
export SDC_FILE = /design/flow/constraint.sdc
export NUM_CORES = 4
export LEC_CHECK = 1
export CORE_UTILIZATION = 30
```

## constraint.sdc

```tcl
current_design trans_m5m7

set clk_period 8.8
set clk_io_pct 0.2

create_clock -name clk0 -period $clk_period [get_ports {clock_57}]
create_clock -name clk1 -period $clk_period [get_ports {dsp_clk}]

set non_clock_inputs [all_inputs -no_clocks]
set_input_delay [expr $clk_period * $clk_io_pct] -clock clk0 $non_clock_inputs
set_output_delay [expr $clk_period * $clk_io_pct] -clock clk0 [all_outputs]
```

## design.v

```verilog
module trans_m5m7
(
    reset_,clock_57,dsp_data,rden5,dsp_clk,m5_bzo,m5_boo,m5_sendata_reg_wren,dsp_wr,load_datadone
);
parameter width_double_word = 32;
parameter width_byte=8;
parameter number_bit_counter=32;
parameter number_state=3;
parameter mc5_head=32'b11111111111010101010101010000111;
parameter mc5_headno=32'b11111111110101010101010101111000;
parameter idle=3'b001;
parameter sending_head=3'b010;
parameter sending_data=3'b100;
input reset_;
input clock_57;
input [15:0] dsp_data;
input rden5;
input dsp_clk;
input m5_sendata_reg_wren;
input dsp_wr;
output m5_bzo;
output m5_boo;
output load_datadone;
reg [width_double_word-1:0] m5_t_mc_shiftreg;
reg [width_double_word-1:0] m5_t_no_shiftreg;
reg bit_counter_clear,bit_counter_inc,shift;
reg [number_bit_counter-1:0] bit_count;
reg [width_double_word-1:0] m5_t_mc_reg;
reg load_head_shiftreg;
reg load_data_shiftreg;
reg [number_state-1:0] state,next_state;
reg mcoutdisable;
reg [15:0] q5;
reg rden55;
assign m5_boo=m5_t_mc_shiftreg[31];
assign m5_bzo=m5_t_no_shiftreg[31];
assign load_datadone=load_data_shiftreg;
always @(negedge clock_57,negedge reset_)
begin
   if(!reset_)
   state <= idle;
   else
   state <= next_state;
end
always @(state,bit_count,m5_t_mc_reg,rden5,rden55)
begin
	bit_counter_clear = 0 ;
	bit_counter_inc = 0 ;
	load_head_shiftreg = 0 ;
	load_data_shiftreg = 0 ;
	shift = 0 ;
	mcoutdisable = 1 ;
	case(state)
		idle:
        begin
		if(rden55==1)
				begin
					mcoutdisable = 0 ;
					load_head_shiftreg=1;
					bit_counter_clear = 1 ;
					next_state=sending_head;
				end
        else
                    next_state = idle;
		end				
		sending_head:
			begin
				mcoutdisable = 0 ;
				if(bit_count != 32'b10000000000000000000000000000000)
					begin
						shift=1;
						bit_counter_inc = 1 ;
                        next_state = sending_head;
					end
				else
					begin
						next_state=sending_data;
						load_data_shiftreg=1;
						bit_counter_clear=1;
					end
			end
		sending_data:
		    begin
				if(bit_count!=32'b10000000000000000000000000000000)
					begin
						mcoutdisable= 0 ;
						shift=1;
						bit_counter_inc = 1 ;
                        next_state = sending_data;
					end
				else if(rden5==0)
					begin
						bit_counter_clear=1;
						next_state=idle;
					end
				else
					begin
						mcoutdisable = 0 ;
						bit_counter_clear=1;
						load_data_shiftreg=1;
                        next_state = sending_data;
					end
		      end
		default:
			next_state=idle;
	endcase
end
always @(negedge clock_57,negedge reset_)
   begin 
      if(reset_==0)
          begin
             m5_t_mc_reg=32'b00000000000000000000000000000000;
          end
      else if(rden5==0)
          begin
             m5_t_mc_reg=32'b00000000000000000000000000000000;
          end
     else if((bit_count==32'b00000000000000001000000000000000)&&(rden5==1)&&(rden55==1))
		  begin
		    m5_t_mc_reg[1:0]=q5[0]?2'b10:2'b01;
			m5_t_mc_reg[3:2]=q5[1]?2'b10:2'b01;
			m5_t_mc_reg[5:4]=q5[2]?2'b10:2'b01;
			m5_t_mc_reg[7:6]=q5[3]?2'b10:2'b01;
			m5_t_mc_reg[9:8]=q5[4]?2'b10:2'b01;
			m5_t_mc_reg[11:10]=q5[5]?2'b10:2'b01;
			m5_t_mc_reg[13:12]=q5[6]?2'b10:2'b01;
			m5_t_mc_reg[15:14]=q5[7]?2'b10:2'b01;
			m5_t_mc_reg[17:16]=q5[8]?2'b10:2'b01;
			m5_t_mc_reg[19:18]=q5[9]?2'b10:2'b01;
			m5_t_mc_reg[21:20]=q5[10]?2'b10:2'b01;
			m5_t_mc_reg[23:22]=q5[11]?2'b10:2'b01;
			m5_t_mc_reg[25:24]=q5[12]?2'b10:2'b01;
			m5_t_mc_reg[27:26]=q5[13]?2'b10:2'b01;
			m5_t_mc_reg[29:28]=q5[14]?2'b10:2'b01;
			m5_t_mc_reg[31:30]=q5[15]?2'b10:2'b01;
		  end		
   end
always @(negedge clock_57,negedge reset_)
begin	
    if(reset_==0)
		begin
			m5_t_mc_shiftreg <= 32'b10000000000000000000000000000000 ;
			m5_t_no_shiftreg <= 32'b10000000000000000000000000000000 ;
			bit_count <= 32'b00000000000000000000000000000001;
		end
	else
		begin
			if(load_head_shiftreg==1)
				begin
					m5_t_mc_shiftreg <= mc5_head ;
					m5_t_no_shiftreg <= mc5_headno ;
				end
			if(load_data_shiftreg==1)
				begin
					m5_t_mc_shiftreg <= ~m5_t_mc_reg ;
					m5_t_no_shiftreg <= m5_t_mc_reg ;
				end
			if(bit_counter_clear==1)
				bit_count <= 32'b00000000000000000000000000000001;
			if(bit_counter_inc ==1)
				bit_count <= {bit_count[30:0],1'b0};
			if(shift==1)
				begin
					m5_t_mc_shiftreg <= {m5_t_mc_shiftreg[30:0],1'b0} ;
					m5_t_no_shiftreg <= {m5_t_no_shiftreg[30:0],1'b0} ;	
				end
			if(mcoutdisable == 1)
				begin
					m5_t_mc_shiftreg <= 32'b10000000000000000000000000000000 ;
					m5_t_no_shiftreg <= 32'b10000000000000000000000000000000 ;
				end
		end
end
always @(posedge dsp_clk,negedge reset_ )
   begin
     if(!reset_)
          q5<=16'b0000_0000_0000_0000;
     else 
        if((m5_sendata_reg_wren==1)&&(dsp_wr==0))
          q5<=dsp_data;
   end
always @(negedge dsp_clk,negedge reset_)
   begin
     if (!reset_)
        rden55<=0;
     else if (rden5==1)
        rden55<=1;
	 else 
        rden55<=0;	
   end
endmodule
```

## run.sh

```bash
#!/bin/bash
# OpenROAD 26Q1-2900-gdf79404cd8, Yosys 0.63+post, stock flow scripts
make -C /OpenROAD-flow-scripts/flow DESIGN_CONFIG=/design/flow/config.mk WORK_HOME=/design/flow/orfs finish
```

==> flow_metrics.py <==
# Metrics from the implementation run
metrics = {
    "status": {
        "status": "finished, final reports clean",
    },
    "yosys": {
        "synth_top_area_share_pct": 55.1,
        "ys_top_cells_by_area": "sky130_fd_sc_hd__dfrtn_1 (55%), sky130_fd_sc_hd__dfrtp_1 (6.9%), sky130_fd_sc_hd__nor2_1 (5.0%), sky130_fd_sc_hd__a22o_1 (4.5%), sky130_fd_sc_hd__mux2_2 (3.1%)",
        "parity_gate_share_of_the_synthesized_area_counting_xor_and_xnor_cells_pct": 0,
        "synth-edff-count": 0,
        "synth_cell_type_count": 44,
        "asyncSetResetFlopFracSynth_pct": 100,
        "synthesis.instances": 475,
        "yosysChipArea_um2": 5810,
        "synth.area.mux_share_pct": 5.68,
        "ys_ff": 148,
        "avg_cell_area_syn_um2": 12.2,
        "synth-cells-yosys": 475,
        "post_synth_and_or_nand_nor_area_fraction_pct": 9.45,
        "yosysSeqAreaShare_pct": 63.8,
        "synth-compound-area-share_pct": 16.9,
        "synthAdderAreaFrac_pct": 0,
        "mappedNetlistArea_um2": 5810,
        "topCombFamilyByArea": "AND-OR/OR-AND gates",
        "synthDominantAreaCellType": "sky130_fd_sc_hd__dfrtn_1",
        "ys.flop_type": "sky130_fd_sc_hd__dfrtn_1",
        "number_of_synthesis_warnings": 1,
    },
    "place": {
        "io_buffers": 23,
        "gpl.final_weighted_congestion": 0.754,
        "placedInstanceArea_um2": 6280,
        "detailedPlacementHpwl_um": 6520,
    },
    "final_timing": {
        "tightest_pin_transition_ns": 0.578,
        "max_slew_margin_pct": 61.5,
        "final.setup_skew_ns": 0.0502,
        "report.final.setup_viol": 0,
        "final-hold-violation-count": 0,
        "grt_setup_unrepaired": "no",
        "final_max_slew_viol_count": 0,
        "hold_slack_ns": 0.433,
        "finalSetupTns_ns": 0,
    },
    "routing": {
        "num_antenna_cells": 0,
        "detail_route.vias_per_cell": 4.94,
        "ant_nets": 0,
        "routedWlPerCell_um": 15.0,
        "routed-via-count": 3816,
        "dr.pass1.iters": 4,
        "drc": 0,
        "routed_wl_um": 11600,
        "drt_first_iter_violations": 165,
    },
    "clock_network": {
        "cts.repair_timing.setup_buffer_count": 0,
        "hold_buffer_count_at_cts": 0,
        "clock_tree_from_tritoncts": "done",
        "cts.clk_slew.worst_paths_ns": 0.04,
        "post_cts_resized": 0,
        "cts_sinks": 148,
    },
    "floorplanning": {
        "placement_rows": 50,
        "design.core.area_um2": 18800,
        "chip_area_um2": 19900,
        "chipWidth_um": 141,
        "dieHeight_um": 141,
        "initCoreUtil_pct": 30.9,
        "io_pins": 25,
    },
    "worst_setup_path": {
        "worst_ep_required_time_ns": 7.04,
        "critical_path_arrival_ns": 6.59,
        "crit_type": "flop to primary output",
        "crit_path_max_fanout": 3,
        "start_kind": "flop",
        "timing.reg2reg.setup_slack_ns": 3.72,
        "worst_setup_path_end_kind": "primary output",
    },
    "power_and_ir_drop": {
        "power.static_leakage_nw": 3.23,
        "power-per-cell-area_nw_per_um2": 233,
        "irDropWorstVdd_mv": 0.121,
    },
    "global_route": {
        "first_global_vias": 3837,
        "grt_first_pass_wirelength_um": 19700,
        "grt_max_degree": 62,
        "grt_use_total_pct": 12.8,
        "grt-ovfl-total": 0,
        "number_of_antenna_violations_at_the_first_check_in_global_routing": 0,
    },
    "job": {
        "tally_of_max_capacitance_violations": 0,
        "log.warning_count": 30,
    },
    "final_layout": {
        "most_common_cell_after_layout_fill_and_taps_aside": "sky130_fd_sc_hd__dfrtn_1",
        "final_area_um2": 7040,
        "area_taken_by_flip_flops_and_latches_um2": 3710,
        "post_route_utilization_pct": 37.4,
        "multi_input_comb_area_um2": 1880,
        "fillers": 1752,
        "layout_top_cells": "sky130_fd_sc_hd__dfrtn_1 (128), sky130_fd_sc_hd__nor2_1 (77), sky130_fd_sc_hd__a22o_1 (30)",
        "layout-drive-gt1-share_pct": 15.6,
        "areaGrowthSynthToFinish_pct": 21.1,
    },
    "hold_path": {
        "hold_class": "flop to flop",
    },
}
[final cells by class]
| cell class | instances | area share, % |
|---|---|---|
| sequential | 148 | 52.7 |
| timing repair buffer | 37 | 4.96 |
| tap | 260 | 4.62 |
| inverter | 3 | 0.160 |
| clock inverter | 14 | 2.95 |
| multi-input combinational | 284 | 26.7 |
| clock buffer | 26 | 7.91 |
[final timing paths]
check / startpoint / endpoint / cells after the start
worst max register to register: q5[2] / m5_t_mc_reg[5] / 2
worst min register to register: m5_t_mc_shiftreg[4] / m5_t_mc_shiftreg[5] / 2
worst max-delay path: bit_count[3] / load_datadone / 4
min in group asynchronous: reset_ / q5[15] / 1
max in group asynchronous: reset_ / m5_t_mc_shiftreg[7] / 2
min in group clk1: q5[15] / q5[15] / 1
worst min-delay path: m5_t_mc_shiftreg[4] / m5_t_mc_shiftreg[5] / 2
max in group clk1: rden5 / rden55 / 2
[synth_stat cells (2+ instances only)]
library cell                instances
sky130_fd_sc_hd__a211oi_1          20
sky130_fd_sc_hd__nand2_1            9
sky130_fd_sc_hd__nand4_1            3
sky130_fd_sc_hd__a22oi_1           10
sky130_fd_sc_hd__mux2_2            16
sky130_fd_sc_hd__buf_6              8
sky130_fd_sc_hd__nor4_2             4
sky130_fd_sc_hd__a21oi_1           19
sky130_fd_sc_hd__buf_4              3
sky130_fd_sc_hd__mux2i_1           15
sky130_fd_sc_hd__clkbuf_1          17
sky130_fd_sc_hd__nand2b_1           2
sky130_fd_sc_hd__dfrtp_1           16
sky130_fd_sc_hd__buf_2              9
sky130_fd_sc_hd__nor2_1            77
sky130_fd_sc_hd__buf_1              2
sky130_fd_sc_hd__inv_1              3
sky130_fd_sc_hd__nor4_1             8
sky130_fd_sc_hd__nand3_1            2
sky130_fd_sc_hd__a22o_1            30
sky130_fd_sc_hd__o21ai_0           18
sky130_fd_sc_hd__dfstp_2            4
sky130_fd_sc_hd__dfrtn_1          128
sky130_fd_sc_hd__nor2b_1            2
sky130_fd_sc_hd__a2bb2oi_1         11
sky130_fd_sc_hd__o22ai_1           21
[layer usage]
layer / vias up / GRT usage [%] / share of wire [%]
li1: 1774 / - / -
met1: 1939 / 19.5 / 47
met2: 86 / 19.0 / 46
met3: 17 / 3.84 / 5.2
met4: 0 / 2.23 / 1.7
met5: - / 0 / 0
[metrics by stage]
stage          power [mW]  worst slack, ns  std cells
4_1_cts              1.66            0.431        772
3_5_place_dp        0.765            0.844        733
3_3_place_gp        0.763            0.810        733
5_1_grt              1.70            0.374        772
6_report             1.64            0.451        772
2_1_floorplan       0.733             1.24        475
[cell families (layout without fill, tap and decap cells)]
kind of cell / count (synthesis) / in the layout
flip-flops: 148 / 148
AND-OR/OR-AND: 137 / 137
AND/OR/NAND/NOR: 116 / 116
buffers and inverters: 43 / 80
multiplexers: 31 / 31
[critical path: stages (launching register included)]
cell and delay (ns):
sky130_fd_sc_hd__dfrtn_1 0.36, sky130_fd_sc_hd__nor4_2 0.40, sky130_fd_sc_hd__nand4_1 0.23, sky130_fd_sc_hd__nor4_4 0.26, sky130_fd_sc_hd__clkdlybuf4s50_1 0.55
[report_power, final]
| part | total [mW] | internal, mW | switching, mW | leakage [nW] |
|---|---|---|---|---|
| Sequential | 0.706 | 0.696 | 0.00992 | 2.01 |
| Combinational | 0.0416 | 0.0198 | 0.0218 | 0.842 |
| Clock | 0.893 | 0.596 | 0.297 | 0.385 |
| Total | 1.64 | 1.31 | 0.329 | 3.23 |
No activity file was given, so power comes from the tool's default toggle rates.
