## design/flow/constraint.sdc

```tcl
current_design trans_m7

set clk_period 11.8
set clk_io_pct 0.2

create_clock -name clk0 -period $clk_period [get_ports {clock_57}]
create_clock -name clk1 -period $clk_period [get_ports {dsp_clk}]

set non_clock_inputs [all_inputs -no_clocks]
set_input_delay [expr $clk_period * $clk_io_pct] -clock clk0 $non_clock_inputs
set_output_delay [expr $clk_period * $clk_io_pct] -clock clk0 [all_outputs]
```

## design/flow/design.v

```verilog
module trans_m7
(
    reset_,clock_57,dsp_data,rden7,dsp_clk,m7_bzo,m7_boo,m7_sendata_reg_wren,dsp_wr,load_datadone_m7
);
parameter width_double_word = 32;
parameter width_byte=8;
parameter number_bit_counter=32;
parameter number_state=3;
parameter mc7_head=32'b11111111111010101010101010000111;
parameter mc7_headno=32'b11111111110101010101010101111000;
parameter idle=3'b001;
parameter sending_head=3'b010;
parameter sending_data=3'b100;
input reset_;
input clock_57;
input [15:0] dsp_data;
input rden7;
input dsp_clk;
input m7_sendata_reg_wren;
input dsp_wr;
output m7_bzo;
output m7_boo;
output load_datadone_m7;
reg [width_double_word-1:0] m7_t_mc_shiftreg;
reg [width_double_word-1:0] m7_t_no_shiftreg;
reg bit_counter_clear,bit_counter_inc,shift;
reg [number_bit_counter-1:0] bit_count;
reg [width_double_word-1:0] m7_t_mc_reg;
reg load_head_shiftreg;
reg load_data_shiftreg;
reg [number_state-1:0] state,next_state;
reg mcoutdisable;
reg [15:0] q7;
reg rden77;
assign m7_boo=m7_t_mc_shiftreg[31];
assign m7_bzo=m7_t_no_shiftreg[31];
assign load_datadone_m7=load_data_shiftreg;
always @(negedge clock_57,negedge reset_)
begin
   if(!reset_)
   state <= idle;
   else
   state <= next_state;
end
always @(state,bit_count,m7_t_mc_reg,rden7,rden77)
begin
	bit_counter_clear = 0 ;
	bit_counter_inc = 0 ;
	load_head_shiftreg = 0 ;
	load_data_shiftreg = 0 ;
	shift = 0 ;
	mcoutdisable = 1 ;
	case(state)
		idle:
        begin
		if(rden77==1)
				begin
					mcoutdisable = 0 ;
					load_head_shiftreg=1;
					bit_counter_clear = 1 ;
					next_state=sending_head;
				end
        else
                    next_state = idle;
		end				
		sending_head:
			begin
				mcoutdisable = 0 ;
				if(bit_count != 32'b10000000000000000000000000000000)
					begin
						shift=1;
						bit_counter_inc = 1 ;
                        next_state = sending_head;
					end
				else
					begin
						next_state=sending_data;
						load_data_shiftreg=1;
						bit_counter_clear=1;
					end
			end
		sending_data:
		    begin
				if(bit_count!=32'b10000000000000000000000000000000)
					begin
						mcoutdisable= 0 ;
						shift=1;
						bit_counter_inc = 1 ;
                        next_state = sending_data;
					end
				else if(rden7==0)
					begin
						bit_counter_clear=1;
						next_state=idle;
					end
				else
					begin
						mcoutdisable = 0 ;
						bit_counter_clear=1;
						load_data_shiftreg=1;
                        next_state = sending_data;
					end
		      end
		default:
			next_state=idle;
	endcase
end
always @(negedge clock_57,negedge reset_)
   begin 
      if(reset_==0)
          begin
             m7_t_mc_reg=32'b00000000000000000000000000000000;
          end
      else if(rden7==0)
          begin
             m7_t_mc_reg=32'b00000000000000000000000000000000;
          end
     else if((bit_count==32'b00000000000000001000000000000000)&&(rden7==1)&&(rden77==1))
		  begin
		    m7_t_mc_reg[1:0]=q7[0]?2'b10:2'b01;
			m7_t_mc_reg[3:2]=q7[1]?2'b10:2'b01;
			m7_t_mc_reg[5:4]=q7[2]?2'b10:2'b01;
			m7_t_mc_reg[7:6]=q7[3]?2'b10:2'b01;
			m7_t_mc_reg[9:8]=q7[4]?2'b10:2'b01;
			m7_t_mc_reg[11:10]=q7[5]?2'b10:2'b01;
			m7_t_mc_reg[13:12]=q7[6]?2'b10:2'b01;
			m7_t_mc_reg[15:14]=q7[7]?2'b10:2'b01;
			m7_t_mc_reg[17:16]=q7[8]?2'b10:2'b01;
			m7_t_mc_reg[19:18]=q7[9]?2'b10:2'b01;
			m7_t_mc_reg[21:20]=q7[10]?2'b10:2'b01;
			m7_t_mc_reg[23:22]=q7[11]?2'b10:2'b01;
			m7_t_mc_reg[25:24]=q7[12]?2'b10:2'b01;
			m7_t_mc_reg[27:26]=q7[13]?2'b10:2'b01;
			m7_t_mc_reg[29:28]=q7[14]?2'b10:2'b01;
			m7_t_mc_reg[31:30]=q7[15]?2'b10:2'b01;
		  end		
   end
always @(negedge clock_57,negedge reset_)
begin	
    if(reset_==0)
		begin
			m7_t_mc_shiftreg <= 32'b10000000000000000000000000000000 ;
			m7_t_no_shiftreg <= 32'b10000000000000000000000000000000 ;
			bit_count <= 32'b00000000000000000000000000000001;
		end
	else
		begin
			if(load_head_shiftreg==1)
				begin
					m7_t_mc_shiftreg <= mc7_head ;
					m7_t_no_shiftreg <= mc7_headno ;
				end
			if(load_data_shiftreg==1)
				begin
					m7_t_mc_shiftreg <= ~m7_t_mc_reg ;
					m7_t_no_shiftreg <= m7_t_mc_reg ;
				end
			if(bit_counter_clear==1)
				bit_count <= 32'b00000000000000000000000000000001;
			if(bit_counter_inc ==1)
				bit_count <= {bit_count[30:0],1'b0};
			if(shift==1)
				begin
					m7_t_mc_shiftreg <= {m7_t_mc_shiftreg[30:0],1'b0} ;
					m7_t_no_shiftreg <= {m7_t_no_shiftreg[30:0],1'b0} ;	
				end
			if(mcoutdisable == 1)
				begin
					m7_t_mc_shiftreg <= 32'b10000000000000000000000000000000 ;
					m7_t_no_shiftreg <= 32'b10000000000000000000000000000000 ;
				end
		end
end
always @(posedge dsp_clk,negedge reset_ )
   begin
     if(!reset_)
          q7<=16'b0000_0000_0000_0000;
     else 
        if((m7_sendata_reg_wren==1)&&(dsp_wr==0))
          q7<=dsp_data;
   end
always @(negedge dsp_clk,negedge reset_)
   begin
     if (!reset_)
        rden77<=0;
     else if (rden7==1)
        rden77<=1;
	 else 
        rden77<=0;	
   end
endmodule
```

## design/flow/config.mk

```make
export PLATFORM = sky130hd
export DESIGN_NAME = trans_m7
export DESIGN_NICKNAME = trans_m7
export VERILOG_FILES = /design/flow/design.v
export SDC_FILE = /design/flow/constraint.sdc
export NUM_CORES = 4
export LEC_CHECK = 1
export CORE_UTILIZATION = 40
```

## design/flow/run.sh

```bash
#!/bin/bash
# OpenROAD 26Q1-2900-gdf79404cd8, Yosys 0.63+post, stock flow scripts
make -C /OpenROAD-flow-scripts/flow DESIGN_CONFIG=/design/flow/config.mk WORK_HOME=/design/flow/orfs finish
```

==> results.sh <==
# yosys + openroad results
export IMPL_warnings=30
export IMPL_postLayoutCoreUtil_pct=48.8
export IMPL_slowest_stage="clkdlybuf4s50_1"
export IMPL_r2r_end="m7_t_mc_reg[3]"
export IMPL_relSlewSlack_pct=58.3
export IMPL_drcViolationCount=0
export IMPL_grt_max_degree=87
export IMPL_drt_iter0_drc=352
export IMPL_finalHoldViolations=0
export IMPL_ios=25
export IMPL_wl_per_cell_um=16.3
export IMPL_dr_pass1_iters=4
export IMPL_ys_flops=148
export IMPL_hold_slack_ns=0.429
export IMPL_crit_path_end="load_datadone_m7"
export IMPL_status="finished, final reports clean"
export IMPL_path_buffers=2
export IMPL_p_leak_nw=3.19
export IMPL_clkPwrFrac_pct=52.5
export IMPL_r2r_cells=2
export IMPL_rrSetupSlack_ns=5.20
export IMPL_dpl_cell_area_um2=6160
export IMPL_fillers=1175
export IMPL_pwr_share_comb_pct=2.6
export IMPL_cp_arrival_ns=8.44
export IMPL_fin_area_um2=6850
export IMPL_final_cell_mix="128 x dfrtn_1, 77 x nor2_1, 30 x a22o_1"
export IMPL_syn_area_per_cell_um2=12.2
export IMPL_ir_worst_vdd_mv=0.107
export IMPL_worstSetupPathDepth=5
export IMPL_ctsResizeCount=0
export IMPL_synth_distinct_cells=44
export IMPL_holdBufCountCts=0
export IMPL_powerDensity_nw_per_um2=171
export IMPL_slew_violations=0
export IMPL_fin_tns_setup_ns=0
export IMPL_grt_usage_pct=17.5
export IMPL_synthesis_instances=475
export IMPL_gp_congestion=0.769
export IMPL_grt_pass1_wl_mm=19.7
export IMPL_power_share_sequential_pct=44.9
export IMPL_fin_skew_ns=0.0479
export IMPL_dp_hpwl_mm=6.10
export IMPL_vias=3789
export IMPL_portBuffers=23
export IMPL_ys_area_um2=5810
export IMPL_max_stage_delay_ns=0.54
export IMPL_path_delay_family="buffers and inverters"
export IMPL_grt_pass1_vias=3861
export IMPL_dieArea_um2=15000
export IMPL_power_internal_uw=934
export IMPL_overflow=0
export IMPL_p_total_mw=1.17
export IMPL_path_cells="nor4_2 > nand4_1 > nor4_4 > buf_4 > clkdlybuf4s50_1"
export IMPL_row_count=43
export IMPL_core_area_um2=14000
export IMPL_critPathKind="flop to primary output"
export IMPL_syn_area_um2=5810
export IMPL_ant_nets=0
export IMPL_tightest_slew_ns=0.626
export IMPL_drive_above_1_share_pct=14.4
export IMPL_ff_type="dfrtn_1"
export IMPL_die_h_um=123
export IMPL_swShare_pct=20.4
export IMPL_die_width_um=123
export IMPL_p_switching_uw=239
export IMPL_cts_tree="built"
export IMPL_clock_sinks=148
export IMPL_fp_util_pct=41.4
export IMPL_edf_count=0
export IMPL_ys_seq_share_pct=63.8
export IMPL_rsz0062_at_grt="false"
export IMPL_post_cts_setup_buffers=0
export IMPL_cp_required_ns=9.44
export IMPL_hold_path_class="flop to flop"
export IMPL_num_antenna_cells=0
export IMPL_max_cap_violations=0
export IMPL_syn_to_final_growth_pct=17.9
export IMPL_worstHoldStart="m7_t_mc_shiftreg[5]"
export IMPL_cp_max_fo=32
export IMPL_drt_total_wl_mm=11.2
export IMPL_rr_startpoint="q7[1]"
export IMPL_antenna_found_initial=0
export IMPL_yosys_cells=475
export IMPL_startpoint="bit_count[3]"
export IMPL_synth_async_reset_ratio_pct=100
export IMPL_setup_violations=0
export IMPL_yosysWarnings=1
export IMPL_clkSlewWorstSetupHoldPaths_ns=0.04
export IMPL_lay_top_count="dfrtn_1"
export IMPL_endpoint_kind="primary output"
export IMPL_worstSetupStartpointType="flop"
export IMPL_routed_via_density=5.52
[cells by family after synthesis]
| family | count (synthesis) | share of synthesized area, % |
|---|---|---|
| buf+inv | 43 | 4.20 |
| flops | 148 | 63.8 |
| simple gates | 116 | 9.45 |
| compound gates | 137 | 16.9 |
| mux | 31 | 5.68 |
[worst min path at each step]
stage                    endpoint  cells after the start
CTS           m7_t_mc_shiftreg[6]                      2
global route  m7_t_mc_shiftreg[5]                      2
finish        m7_t_mc_shiftreg[6]                      2
[worst min-delay path, delay by kind of cell, from the launching register on]
family          cells  cell delay, ns
compound gates      1            0.05
flops               1            0.38
simple gates        1            0.07
[per-stage QoR]
stage,cells,setup WS [ns]
after floorplan,475,2.14
after global routing,686,0.821
final,686,0.995
after global placement,650,1.26
after CTS,686,0.960
after detailed placement,650,1.14
[power groups by stage]
| stage | clock [mW] | sequential (mW) | combinational [mW] |
|---|---|---|---|
| 4_1_cts | 0.628 | 0.527 | 0.0318 |
| 5_1_grt | 0.651 | 0.528 | 0.0347 |
| 6_report | 0.615 | 0.527 | 0.0304 |
[area by class of cell]
class	count	area (µm²)	area share (%)
clock buffer	25	561	8.18
clock inverter	12	139	2.03
inverter	3	11.3	0.164
multi-input combinational	284	1880	27.4
sequential	148	3710	54.1
tap	180	225	3.29
timing repair buffer	34	327	4.77
[layer usage]
| metal | track usage [%] | share of wire (%) | vias to the layer above |
|---|---|---|---|
| met5 | 0 | 0 | - |
| met4 | 2.44 | 1.3 | 0 |
| met3 | 4.22 | 3.7 | 11 |
| met2 | 25.5 | 46 | 49 |
| met1 | 28.8 | 49 | 1969 |
| li1 | - | - | 1760 |
[synthesized netlist by cell type (all sizes together), types with 2 or more instances]
cell type    n  area share, %
a21oi       19            1.6
nor2b        2           0.22
a22o        30            4.5
dfrtn      128             55
inv          3           0.19
mux2        16            3.1
dfrtp       16            6.9
nand4        4           0.54
a22oi       10            1.3
buf         22            2.8
nand2        9           0.58
a211oi      20            2.6
o22ai       22            2.5
clkbuf      17            1.1
mux2i       15            2.6
nor4        12            1.7
nand3        2           0.17
nor2        78            5.1
nand2b       2           0.22
a2bb2oi     11            1.7
dfstp        4            1.8
o21ai       19            1.8
