[/design/flow/config.mk]
export PLATFORM = sky130hd
export DESIGN_NAME = cmd_decoder
export DESIGN_NICKNAME = cmd_decoder
export VERILOG_FILES = /design/flow/design.v
export SDC_FILE = /design/flow/constraint.sdc
export NUM_CORES = 4
export LEC_CHECK = 1
export CORE_UTILIZATION = 50
[/design/flow/constraint.sdc]
current_design cmd_decoder

set clk_period 8.7
set clk_io_pct 0.2

create_clock -name clk0 -period $clk_period [get_ports {clock_m2rx24}]
create_clock -name clk1 -period $clk_period [get_ports {clock_system}]

set non_clock_inputs [all_inputs -no_clocks]
set_input_delay [expr $clk_period * $clk_io_pct] -clock clk0 $non_clock_inputs
set_output_delay [expr $clk_period * $clk_io_pct] -clock clk0 [all_outputs]
[/design/flow/design.v]
module cmd_decoder
(
	md2udi, reset_, clock_m2rx24, clock_system, rcvd_datareg, m2rxirqb,rst_out,load,tst_state,bit35
);
parameter word_size = 34;
parameter num_state_bits = 10;
parameter idle = 10'b0000000001;
parameter heading = 10'b0000000010;
parameter starting = 10'b0000000100;
parameter receiving = 10'b0000001000;
parameter waiting = 10'b0000010000;
parameter waiting1 = 10'b0000100000;
parameter idle1 = 10'b0001000000;
parameter heading1 = 10'b0010000000;
parameter starting1 = 10'b0100000000;
parameter receiving1 = 10'b1000000000;
parameter state_1=2'b01;
parameter state_2=2'b10;
parameter state_11=4'b01;
parameter state_22=4'b10;
	input md2udi;
	input reset_;
	input clock_m2rx24;
	input clock_system;
	output [15:0] rcvd_datareg;
	output m2rxirqb;
    output rst_out;
    output load;
    output [1:0] tst_state;
    output bit35;
reg [word_size-1:0] rcv_shftreg;
reg [23:0] sample_counter;
reg [34:0] bit_counter;
reg inc_bit_counter,clr_bit_counter;
reg inc_sample_counter,clr_sample_counter;
reg shift,load;
reg [15:0] rcvd_datareg;
reg [num_state_bits-1:0] state,next_state;
reg [1:0] state_ii,next_state_ii;
reg [6:0] headreg ;
reg headshift ;
reg headshift_clr ;
reg loaddata ;
reg m2rxirq_out;
reg m2rxirqb ;
reg [8:0] int_counter ;
reg int_counter_inc ;
reg int_counter_clr ;
reg md2udireg;
reg rst_out;
reg rst_out_en;
reg [1:0] state_iii , next_state_iii ;
reg [34:0] rst_counter ;
reg rst_counter_clr , rst_counter_inc;
reg [1:0] tst_state;
wire bit35;
assign bit35=bit_counter[34];
always @(posedge clock_system)
begin
	if(reset_ == 0)
		md2udireg <= 1'b0;
	else if(state == idle || state == idle1 || state == waiting || state == waiting1)
		md2udireg <= md2udi;
end
always @(posedge clock_m2rx24, negedge reset_)
begin
     if(reset_==0)
     begin
        state<=idle;
     end       
     else
        begin
            state<=next_state;
        end
end
always @(state,md2udireg,headreg,sample_counter,bit_counter,rcv_shftreg)
begin
    m2rxirq_out=0;
	clr_sample_counter=0;
	clr_bit_counter=0;
	inc_sample_counter=0;
	inc_bit_counter=0;
	shift=0;
	load=0;
	headshift = 0 ;
	headshift_clr = 0 ;
	loaddata = 0 ;
	next_state=state;
    rst_out_en = 0;
	case(state)
	idle:
		if(md2udireg == 1)
			begin
				next_state = heading ;
				headshift_clr = 1 ;
                tst_state=2'b00;
			end
	heading:
		if(sample_counter != 24'b000000000000001000000000)
			inc_sample_counter = 1 ;
		else
			begin
				headshift = 1 ;
				next_state = starting ;
				clr_sample_counter = 1 ;
			end
	starting:
		begin
            tst_state=2'b01;
			if(sample_counter != 24'b100000000000000000000000)
				inc_sample_counter = 1 ;
			else
				begin
				headshift = 1 ;
				clr_sample_counter = 1 ;
				end
			if( (headreg == 7'b0001001) || (headreg == 7'b0001010) || (headreg == 7'b0000101) || (headreg == 7'b0000110) ) 
                begin
					loaddata = 1 ;
					next_state = receiving ;
				end
            if(headreg == 7'b0000000)
				next_state = idle ;
		end
	receiving:
		if(sample_counter != 24'b100000000000000000000000)
        begin
			inc_sample_counter=1;
            tst_state=2'b10;
        end
		else
			begin
				clr_sample_counter=1;
				if(bit_counter!=35'b10000000000000000000000000000000000)
					begin
						shift=1;
						inc_bit_counter=1;
					end
				else
					begin					
						clr_bit_counter=1;
						load=1;
						headshift_clr = 1 ;
                        tst_state=2'b11;
                        case({rcv_shftreg[33],rcv_shftreg[31],rcv_shftreg[29],rcv_shftreg[27],rcv_shftreg[25],rcv_shftreg[23],rcv_shftreg[21],rcv_shftreg[19],rcv_shftreg[17],rcv_shftreg[15],rcv_shftreg[13],rcv_shftreg[11]})                            
                            12'b1001_1001_0011:
                            begin
                                m2rxirq_out = 1'b1; 
                                next_state = waiting1;
                            end 
                            12'b1001_1001_0010:
                            begin
                                m2rxirq_out = 1'b1; 
                                next_state = waiting1;
                            end                       
                            12'b1001_1001_0101:
                            begin
                                m2rxirq_out = 1'b1; 
                                next_state = waiting1;
                            end
                            12'b1001_1001_0110:
                            begin
                                m2rxirq_out = 1'b1; 
                                next_state = waiting1;
                            end
                            12'b1001_1001_0111:
                            begin
                                m2rxirq_out = 1'b1; 
                                next_state = waiting1;
                            end
                            12'b1001_1001_1000:
                            begin
                                m2rxirq_out = 1'b1; 
                                next_state = waiting1;
                            end
                            12'b1001_1001_1010:
                            begin
                                m2rxirq_out = 1'b1; 
                                next_state = waiting1;
                            end
                            12'b1001_1001_0001:
                            begin
                                m2rxirq_out = 1'b1; 
                                next_state = waiting;
                            end
                            12'b1001_1001_0100:
                            begin
                                m2rxirq_out = 1'b1; 
                                next_state = waiting;
                            end
                            12'b1001_1001_0000:
                            begin
                                m2rxirq_out = 1'b1; 
                                next_state = waiting;
                            end
                            12'b1001_1001_1001:
                            begin
                                m2rxirq_out = 1'b1; 
                                next_state = waiting1;
                            end
                            12'b0000_0011_0100:
                            begin
                                m2rxirq_out = 1'b1; 
                                next_state = waiting;
                            end
							default:
								next_state=waiting;
						endcase		 
                        if(({rcv_shftreg[33],rcv_shftreg[31],rcv_shftreg[29],rcv_shftreg[27],rcv_shftreg[25],rcv_shftreg[23],rcv_shftreg[21],rcv_shftreg[19],rcv_shftreg[17],rcv_shftreg[15],rcv_shftreg[13],rcv_shftreg[11],rcv_shftreg[9],rcv_shftreg[7],rcv_shftreg[5],rcv_shftreg[3]})
				        == 16'b0000_0011_0000_0000)
                            rst_out_en = 1; 
                   end
			end
	waiting:
		if(md2udireg == 1)
		   next_state = idle;
	waiting1:
		if(md2udireg == 0)
        	next_state = idle1;
	idle1:
        begin
        tst_state=2'b00;
		if(md2udireg == 1)
			begin
				next_state = heading1 ;
				headshift_clr = 1 ;
			end
        end
	heading1:
		if(sample_counter != 24'b000000000000001000000000)
        begin
			inc_sample_counter = 1 ;
        end
		else
			begin
				headshift = 1 ;
				next_state = starting1 ;
				clr_sample_counter = 1 ;
			end
	starting1:
		begin
            tst_state=2'b01;
			if(sample_counter != 24'b100000000000000000000000)
					inc_sample_counter = 1 ;
				else
					begin
					headshift = 1 ;
					clr_sample_counter = 1 ;
					end
			if(headreg == 7'b1111001 || headreg == 7'b1111010 || headreg == 7'b1110101 || headreg == 7'b1110110) 
				begin
					loaddata = 1 ;
					next_state = receiving1 ;
				end
			if((headreg == 7'b0001001) || (headreg == 7'b0001010) || (headreg == 7'b0000101) || (headreg == 7'b0000110)) 
				begin
					loaddata = 1 ;
					next_state = receiving ;
				end
            if(headreg == 7'b0000000)
				next_state = idle ;
		end
	receiving1:
		if(sample_counter != 24'b100000000000000000000000)
        begin
			inc_sample_counter=1;
            tst_state=2'b10;
        end
		else
			begin
				clr_sample_counter=1;
				if(bit_counter!=35'b10000000000000000000000000000000000)
					begin
						shift=1;
						inc_bit_counter=1;
					end
				else
					begin
						next_state = waiting1;
						clr_bit_counter=1;
						load=1;
						headshift_clr = 1 ;
						m2rxirq_out = 1'b1;
                        tst_state=2'b11;		 
					end
			end		
    default:       
           next_state = idle;
   endcase 
end
always @(posedge clock_m2rx24, negedge reset_)
begin
	if(reset_==0)
		begin
			sample_counter<=24'b000000000000000000000001;
			bit_counter<=35'b00000000000000000000000000000000001;
			rcvd_datareg<=0;
			rcv_shftreg<=0;
			headreg <= 7'b0000000 ;
		end
	else
		begin
			if(headshift_clr == 1)
				headreg <= 7'b0000000 ;
			if(clr_sample_counter==1)
				sample_counter<=24'b000000000000000000000001;
			if(inc_sample_counter==1)
				sample_counter<={sample_counter[22:0],1'b0};
			if(clr_bit_counter==1)
				bit_counter<=35'b00000000000000000000000000000000001;
			if(inc_bit_counter==1)
				bit_counter<={bit_counter[33:0],1'b0};
			if(loaddata == 1)
				begin
					bit_counter<=35'b00000000000000000000000000000010000;
					rcv_shftreg<={rcv_shftreg[29:0],headreg[3:0]};
				end
			if(shift==1)
				rcv_shftreg<={rcv_shftreg[word_size-2:0],md2udi};
			if(headshift == 1)
				headreg <= {headreg[5:0],md2udi} ;
			if(load==1)
				begin
					rcvd_datareg[15]<=rcv_shftreg[33];
					rcvd_datareg[14]<=rcv_shftreg[31];
					rcvd_datareg[13]<=rcv_shftreg[29];
					rcvd_datareg[12]<=rcv_shftreg[27];
					rcvd_datareg[11]<=rcv_shftreg[25];
					rcvd_datareg[10]<=rcv_shftreg[23];
					rcvd_datareg[9]<=rcv_shftreg[21];
					rcvd_datareg[8]<=rcv_shftreg[19];
					rcvd_datareg[7]<=rcv_shftreg[17];
					rcvd_datareg[6]<=rcv_shftreg[15];
					rcvd_datareg[5]<=rcv_shftreg[13];
					rcvd_datareg[4]<=rcv_shftreg[11];
					rcvd_datareg[3]<=rcv_shftreg[9];
					rcvd_datareg[2]<=rcv_shftreg[7];
					rcvd_datareg[1]<=rcv_shftreg[5];
					rcvd_datareg[0]<=rcv_shftreg[3];
				end
		end
end
always @(state_ii,m2rxirq_out,int_counter)
begin
	m2rxirqb=0;
	int_counter_inc = 0 ;
	int_counter_clr = 0 ;
	next_state_ii=state_ii ;
	case(state_ii)
	state_1:
		if(m2rxirq_out==1 )
			next_state_ii=state_2;
	state_2:
			if(int_counter == 9'b100000000)
				begin
					int_counter_clr = 1 ;
					m2rxirqb = 1 ;
					next_state_ii=state_1;
				end
			else
				begin
					int_counter_inc = 1 ;
					m2rxirqb = 1 ;
				end
	default:
		next_state_ii=state_1;
	endcase
end
always @(posedge clock_m2rx24, negedge reset_)
begin
	if(reset_==0)
		begin
			state_ii <= state_1 ;
			int_counter <= 9'b000000001 ;
		end
	else
		begin
			state_ii <= next_state_ii ;
			if(int_counter_inc == 1)
				int_counter <= {int_counter[7:0],1'b0} ;
			if(int_counter_clr == 1)
				int_counter <= 9'b000000001 ;
		end
end
always @(state_iii,rst_counter,rst_out_en)
begin
    rst_out = 1;
    rst_counter_clr = 0;
    rst_counter_inc = 0;
    next_state_iii = state_iii;
    case(state_iii)
    state_11:
    begin
        if(rst_out_en == 1)
            next_state_iii = state_22;
    end
    state_22:
    begin
        rst_out = 0; 
        if(rst_counter == 35'b10000000000000000000000000000000000)
        begin
            rst_counter_clr = 1 ;
			next_state_iii = state_11;
		end
        else
            rst_counter_inc = 1 ;
    end
    default:
        next_state_iii = state_11;
    endcase
end
always @(posedge clock_system)
begin
		if(rst_out_en == 0)
			begin
				state_iii<=state_11;
				rst_counter <= 35'b00000000000000000000000000000000001;
			end
		else
			begin
				state_iii<=next_state_iii;
				if(rst_counter_inc == 1)
					rst_counter <= {rst_counter[33:0],1'b0} ;
				if(rst_counter_clr == 1)
					rst_counter <= 35'b00000000000000000000000000000000001;
			end
end
endmodule
[/design/flow/run.sh]
#!/bin/bash
# OpenROAD 26Q1-2900-gdf79404cd8, Yosys 0.63+post, stock flow scripts
make -C /OpenROAD-flow-scripts/flow DESIGN_CONFIG=/design/flow/config.mk WORK_HOME=/design/flow/orfs finish
==> run_results.csv <==
group,metric,value,unit
synth,synthArstFlopShare,77.4,%
placed_design,dpl.hpwl,8170,um
setup_path,path_class,"flip-flop to output port",
sta,maxSlewHeadroom,45.1,%
sta,final_hold_viol_count,0,
synth,ys_cells,581,
clocking,cts_hold_buffers,0,
outcome,status,"finished clean",
sta,timing.final.ws_setup,4470,ps
synth,edf_count,0,
synth,synth_flops,177,
detailed_routing,dr.pass1.iters,6,
synth,netlist_area,0.00739,mm^2
grt,grtUsageTotal,19.4,%
floorplan,die_h,124,um
cells_and_area,drive_gt1_share,22.3,%
synth,synth_cell_types,52,
setup_path,endpoint_kind,"output port",
cells_and_area,most-common-layout-cells,"dfrtp_1, mux2_2, nor2_1",
setup_path,r2r-end,"rcv_shftreg[18]",
cells_and_area,fin_cells,804,
cells_and_area,mostFrequentLayoutCell,"dfrtp_1",
hold_path,min_to,"state[4]",
floorplan,ioPinCount,26,
flow_run,openroad.warnings,26,
hold_path,min_from,"md2udireg",
floorplan,fp-row-count,44,
floorplan,fp.coreArea,0.0145,mm^2
placed_design,io_buffer_count,24,
sta,tightestPinTransition,824,ps
synth,syn_avg_cell_area,12.7,um^2
floorplan,fp_util,51.1,%
setup_path,r2r_slack,5820,ps
detailed_routing,dr.first_iter.drc_count,295,
pwr,p_per_area,198,mW/mm^2
sta,final_max_slew_viol_count,0,
setup_path,cp_slowest_cell,"clkdlybuf4s50_1",
pwr,peakVddDrop,0.160,mV
sta,skew,7.86,ps
clocking,cts_tree,"yes",
detailed_routing,wire_per_inst,16.5,um
grt,grt_pass1_wl,22500,um
sta,finalSetupViolCount,0,
clocking,cts_resized,0,
detailed_routing,drc_errors,0,
grt,grt_max_degree,71,
cells_and_area,syn_to_final_growth,14.9,%
sta,unclocked_regs,2,
placed_design,place.gp.congestion,0.802,
detailed_routing,insertedDiodeCount,0,
detailed_routing,viasPerCell,5.86,
detailed_routing,finalWirelength,13300,um
setup_path,worstPathCellList,"nor4_1 > nand4_2 > nor3_1 > and3_1 > clkdlybuf4s50_1",
floorplan,chip_area,0.0153,mm^2
clocking,post_cts_buffers,0,
hold_path,whs_path_depth,1,
setup_path,crit_arrival,2490,ps
setup_path,ff2ff_path_depth,6,
synth,yosys_warnings,1,
synth,ys_area,0.00739,mm^2
detailed_routing,wl_met1,6810,um
grt,grt_pass1_vias,4535,
setup_path,startpoint,"sample_counter[15]",
floorplan,die_x,124,um
setup_path,worstPathMaxFanout,6,
placed_design,dp_slack,4880,ps
detailed_routing,ant_nets,0,
setup_path,startpoint_type,"flip-flop",
setup_path,r2r_start,"sample_counter[15]",
clocking,clk_pin_slew_worst_paths,60,ps
pwr,leakage,3.77,nW
cells_and_area,fin_util,58.7,%
sta,fin_setup_tns,0,ps
detailed_routing,dr_wl_met2,5870,um
setup_path,cpPeakStageDelay,470,ps
sta,untimed_endpoints,4,
detailed_routing,top_layer,"met4",
synth,ys.flop_type,"dfrtp_1",
detailed_routing,vias,4714,
detailed_routing,dr_wl_met3,432,um
flow_run,drv_cap,0,
synth,synthCells,581,
hold_path,hold_class,"flip-flop to flip-flop",
setup_path,crit_required,6960,ps
sta,rsz0062_at_grt,"no",
grt,antenna_found_initial,0,
grt,overflow,0,
placed_design,placedCellCount,766,
worst max-delay path by stage:
stage / cells past startpoint / endpoint
4_1_cts: 5 / load
5_1_grt: 5 / load
6_report: 5 / load
state kept, by name (all words and copies together) (netlist names), 7 cells and up:
signal	flops
state	10
headreg	7
rst_counter	35
int_counter	9
bit_counter	35
rcv_shftreg	34
rcvd_datareg	16
sample_counter	24
cells by family (layout without fill, tap and decap cells):
| kind of cell | count (synthesis) | count (layout) | synth area share [%] |
|---|---|---|---|
| flip-flops | 175 | 175 | 56.7 |
| AND/OR/NAND/NOR | 137 | 137 | 9.95 |
| latches | 2 | 2 | 0.406 |
| AND-OR/OR-AND | 96 | 96 | 11.2 |
| XOR/XNOR | 2 | 2 | 0.237 |
| multiplexers | 127 | 127 | 18.7 |
| buffers and inverters | 42 | 81 | 2.78 |
metrics by stage:
stage | instance area, um^2 | hold slack [ps] | power [mW]
6_report | 8500 | 413 | 1.69
5_1_grt | 8500 | 445 | 1.74
4_1_cts | 8500 | 406 | 1.71
3_5_place_dp | 7780 | 448 | 0.842
3_3_place_gp | 7780 | 428 | 0.841
2_1_floorplan | 7390 | 422 | 0.827
cell type report:
cell class | instances | area [um^2]
clock inverters | 14 | 135
flip-flops and latches | 177 | 4230
repair buffers | 35 | 324
inverters | 8 | 30.0
clock buffers | 24 | 578
multi-input cells | 362 | 2970
well taps | 184 | 230
fillers | 1137 | 5980
cells in the mapped netlist (all sizes together) (4+ instances only):
cell type  number  area, um^2
inv             8        30.0
nor4           27         203
a22o           34         298
a32o           36         360
o21ai           7        35.0
dfrtp         132        3300
mux2           90        1010
dfstp           5         131
buf            22         130
nor2b           4        25.0
dfxtp          38         761
nor3           11        65.1
a21oi           5        25.0
clkbuf         12        45.0
nor2           54         203
mux2i          37         370
nand2          18        70.1
power breakdown:
group	leakage, nW	total [mW]	switching, mW	internal (mW)
logic	1.21	0.0137	0.0122	0.00151
registers	2.22	0.812	0.0000000000000000262	0.812
clock network	0.345	0.860	0.343	0.517
total	3.77	1.69	0.355	1.33
routing by layer:
| layer | up-vias | global-route usage, % |
|---|---|---|
| met1 | 2397 | 33.8 |
| met2 | 75 | 27.2 |
| met3 | 7 | 3.97 |
| met4 | 0 | 2.48 |
| li1 | 2235 | - |
| met5 | - | 0 |
critical path, delay by kind of cell (launching register included):
kind / cells / cell delay [ps]
and+or+nand+nor: 4 / 1200
buffers and inverters: 1 / 470
DFF: 1 / 390
Power and IR drop assume default switching activity.
